File: /design/flow/design.v
module fsm_oe16s_sequencer
(
	input  logic clk,
	input  logic rst,
	input  logic t01,
	input  logic t12,
	input  logic t23,
	input  logic t34,
	input  logic t45,
	input  logic t56,
	input  logic t67,
	input  logic t78,
	input  logic t89,
	input  logic t9a,
	input  logic tab,
	input  logic tbc,
	input  logic tcd,
	input  logic tde,
	input  logic tef,
	input  logic tf0,
	output logic st0,
	output logic st1,
	output logic st2,
	output logic st3,
	output logic st4,
	output logic st5,
	output logic st6,
	output logic st7,
	output logic st8,
	output logic st9,
	output logic sta,
	output logic stb,
	output logic stc,
	output logic std,
	output logic ste,
	output logic stf
);
	enum logic [3 : 0] {
		S0 = 4'b0000,
		S1 = 4'b0001,			 
		S2 = 4'b0010,			 
		S3 = 4'b0011,			 
		S4 = 4'b0100,			 
		S5 = 4'b0101,			 
		S6 = 4'b0110,			 
		S7 = 4'b0111,
		S8 = 4'b1000,
		S9 = 4'b1001,			 
		S10 = 4'b1010,			 
		S11 = 4'b1011,			 
		S12 = 4'b1100,			 
		S13 = 4'b1101,			 
		S14 = 4'b1110,			 
		S15 = 4'b1111
	} cstate, nstate;
	always_ff @ (posedge clk or posedge rst) begin
		if (rst)
			cstate <= S0;
		else
			cstate <= nstate;
	end
	always_comb begin
		case (cstate)
			S0:			nstate = t01 ? S1 : S0;
			S1:			nstate = t12 ? S2 : S1;				
			S2:			nstate = t23 ? S3 : S2;				
			S3:			nstate = t34 ? S4 : S3;				
			S4:			nstate = t45 ? S5 : S4;				
			S5:			nstate = t56 ? S6 : S5;				
			S6:			nstate = t67 ? S7 : S6;				
			S7:			nstate = t78 ? S8 : S7;	
			S8:			nstate = t89 ? S9 : S8;
			S9:			nstate = t9a ? S10 : S9;				
			S10:		nstate = tab ? S11 : S10;				
			S11:		nstate = tbc ? S12 : S11;				
			S12:		nstate = tcd ? S13 : S12;				
			S13:		nstate = tde ? S14 : S13;				
			S14:		nstate = tef ? S15 : S14;				
			S15:		nstate = tf0 ? S0 : S15;				
			default:	nstate = S0;
		endcase
	end
	assign st0 = cstate == S0;
	assign st1 = cstate == S1;
	assign st2 = cstate == S2;
	assign st3 = cstate == S3;
	assign st4 = cstate == S4;
	assign st5 = cstate == S5;
	assign st6 = cstate == S6;
	assign st7 = cstate == S7;
	assign st8 = cstate == S8;
	assign st9 = cstate == S9;
	assign sta = cstate == S10;
	assign stb = cstate == S11;
	assign stc = cstate == S12;
	assign std = cstate == S13;
	assign ste = cstate == S14;
	assign stf = cstate == S15;
endmodule
File: /design/flow/run.sh
#!/bin/bash
# OpenROAD 26Q1-2900-gdf79404cd8, Yosys 0.63+post, stock flow scripts
make -C /OpenROAD-flow-scripts/flow DESIGN_CONFIG=/design/flow/config.mk WORK_HOME=/design/flow/orfs finish
File: /design/flow/config.mk
export PLATFORM = sky130hd
export DESIGN_NAME = fsm_oe16s_sequencer
export DESIGN_NICKNAME = fsm_oe16s_sequencer
export VERILOG_FILES = /design/flow/design.v
export SDC_FILE = /design/flow/constraint.sdc
export NUM_CORES = 4
export LEC_CHECK = 1
export CORE_AREA = 10 10 92 92
export DIE_AREA = 0 0 102 102
File: /design/flow/constraint.sdc
current_design fsm_oe16s_sequencer

set clk_period 1.0
set clk_io_pct 0.2

create_clock -name clk0 -period $clk_period [get_ports {clk}]

set non_clock_inputs [all_inputs -no_clocks]
set_input_delay [expr $clk_period * $clk_io_pct] -clock clk0 $non_clock_inputs
set_output_delay [expr $clk_period * $clk_io_pct] -clock clk0 [all_outputs]
==> results.sh <==
# flow metrics
export IMPL_status="finished, violations left"
export IMPL_violations="negative setup slack"
export IMPL_dieHeight_um=102
export IMPL_lay_top_cells="buf_4, inv_1, clkdlybuf4s50_1"
export IMPL_fp_utilization_pct=10.3
export IMPL_clkTransAtPathRegs_ps=80
export IMPL_grt_max_degree=12
export IMPL_hold_slack_ps=224
export IMPL_dp_slack_ps=-162
export IMPL_max_cap_violations=0
export IMPL_synthMuxAreaShare_pct=0
export IMPL_ys_sh_aoi_pct=21.1
export IMPL_synthDistinctLibCells=5
export IMPL_ios=34
export IMPL_cts_max_path_buffers=2
export IMPL_drive_gt1_share_pct=45.5
export IMPL_worstMarginPinSlew_ps=163
export IMPL_numPortBuffers=33
export IMPL_dpl_hpwl_mm=1.66
export IMPL_crit_slowest_cell="dfstp_2"
export IMPL_drv_slew=0
export IMPL_antenna_found_initial=0
export IMPL_num_antenna_cells=0
export IMPL_area_growth_pct=80.3
export IMPL_netlist_area_sq_um=666
export IMPL_route_detailed_drc=0
export IMPL_fa_ha_area_share_pct=0
export IMPL_fin_ws_ps=-60.8
export IMPL_dr_pass1_iters=3
export IMPL_crit_fanout=2
export IMPL_grt_use_total_pct=3.89
export IMPL_p_comb_share_pct=28.9
export IMPL_power_switching_uw=506
export IMPL_finish_utilization_pct=18.6
export IMPL_coreArea_sq_um=6460
export IMPL_maxSlewHeadroom_pct=89.1
export IMPL_hold_viol=0
export IMPL_mostFrequentLayoutCell="buf_4"
export IMPL_largest_register_ffs=16
export IMPL_top_logic_kind="AND-OR/OR-AND gates"
export IMPL_cts_sinks=16
export IMPL_syn_inst=65
export IMPL_grt_overflow=0
export IMPL_die_w_um=102
export IMPL_sw_frac_of_total_pct=26.8
export IMPL_top_register="cstate"
export IMPL_setup_violations=1
export IMPL_worstPathArrival_ps=860
export IMPL_reg_top3="cstate: 16 flops"
export IMPL_critical_path_required_ps=800
export IMPL_path_class="flop to primary output"
export IMPL_p_int_uw=1380
export IMPL_yosysWarnings=1
export IMPL_fmax_mhz=943
export IMPL_htreeDepth=1
export IMPL_finalCritPeriodShare_pct=106
export IMPL_p_per_area_nw_per_um2=1570
export IMPL_chip_area_sq_um=10400
export IMPL_tool_warnings=27
export IMPL_yosys_cells=65
export IMPL_cp_num_buf_inv=1
export IMPL_hold_class="input pin to asynchronous set/reset pin"
export IMPL_irDropWorstVdd_mv=0.374
export IMPL_placed_area_sq_um=1210
export IMPL_pwr_share_seq_pct=42.7
export IMPL_wl_mm=2.02
export IMPL_cts_buffers=3
export IMPL_wl_per_cell_um=10.2
export IMPL_synth_avg_cell_area_sq_um=10.2
export IMPL_layout_min_cycle_time_ps=1060
export IMPL_grt_pass1_wl_mm=3.22
export IMPL_xor_share_pct=0
export IMPL_worst_clock_skew_ps=11.1
export IMPL_drt_iter0_markers=21
export IMPL_end_kind="primary output"
export IMPL_yosys_area_sq_um=666
export IMPL_clkLatencyLatePin_ps=260
export IMPL_final_setup_tns_ps=-60.8
export IMPL_ys_seq_share_pct=60.3
export IMPL_vias_per_cell=2.95
export IMPL_final_antenna_net_count=0
export IMPL_num_rows=29
export IMPL_critPathLaunchType="flop"
export IMPL_critPathMaxStageDelay_ps=530
export IMPL_crit_family="flip-flops"
export IMPL_p_leak_uw=0.000585
export IMPL_cts_tree="built"
export IMPL_rsz0062_at_grt="yes"
export IMPL_cts_root_buf="clkbuf_8"
export IMPL_yosys_area_share_simple_pct=9.02
export IMPL_numSynthFlops=16
export IMPL_p_clk_share_pct=28.4
export IMPL_grt_pass1_vias=611
export IMPL_final_area_sq_um=1200
export IMPL_path_cells="buf_2"
export IMPL_num_vias=585
export IMPL_place_congestion=0.705
-- final cells by class --
cell class / count / area (sq um)
Sequential cell: 16 / 402
Tap cell: 77 / 96.3
Fill cell: 710 / 5260
Clock buffer: 4 / 45.0
Timing Repair Buffer: 52 / 393
Inverter: 17 / 63.8
Multi-Input combinational cell: 32 / 200
-- power groups by stage --
stage	registers, uW	logic (uW)	clock network [uW]
CTS	808	565	569
global route	819	616	609
finish	806	545	537
-- Yosys cell counts --
cell type / number / area share [%]
nand2_1: 16 / 9.0
dfrtp_1: 15 / 56
dfstp_2: 1 / 3.9
o21ai_2: 16 / 21
inv_1: 17 / 9.6
-- metal layers --
layer	global-route usage (%)	part of all wire [%]
met5	0	0
met1	5.03	40
met3	1.36	8.3
met2	5.98	49
met4	1.19	2.3
-- through the flow --
stage	power, uW	instances
detailed placement	1460	191
CTS	1940	198
global route	2040	198
finish	1890	198
floorplan	980	65
global placement	1450	191
-- path summary, 6_finish.rpt --
kind	startpoint	to	slack (ps)	cells past startpoint
worst min register to register	cstate[11]	cstate[7]	530	2
worst max-delay path	cstate[0]	st0	-60	1
max in group asynchronous	rst	cstate[0]	560	3
worst max register to register	cstate[13]	cstate[3]	160	4
worst min-delay path	rst	cstate[11]	220	3
min in group clk0	tef	cstate[7]	510	2
-- cells by family after synthesis --
| group | after synthesis |
|---|---|
| AND-OR/OR-AND | 16 |
| AND/OR/NAND/NOR | 16 |
| flip-flops | 16 |
| buffers and inverters | 17 |
-- what timing repair did --
item                                    in CTS  in global routing
setup buffers                                3                  0
pin swaps                                    0                  0
hold buffers                                 0                  0
hold endpoints to repair                     0                  0
gates resized                               50                  0
gates cloned                                 0                  0
endpoints found under the setup margin      16                  3
Power and IR drop assume default switching activity.
