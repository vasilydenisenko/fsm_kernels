--- flow/config.mk ---
export PLATFORM = sky130hd
export DESIGN_NAME = fsm_se16s_sequencer
export DESIGN_NICKNAME = fsm_se16s_sequencer
export VERILOG_FILES = /design/flow/design.v
export SDC_FILE = /design/flow/constraint.sdc
export NUM_CORES = 4
export LEC_CHECK = 1
export CORE_AREA = 10 10 70 70
export DIE_AREA = 0 0 80 80
--- flow/constraint.sdc ---
current_design fsm_se16s_sequencer

set clk_period 1.7
set clk_io_pct 0.2

create_clock -name clk0 -period $clk_period [get_ports {clk}]

set non_clock_inputs [all_inputs -no_clocks]
set_input_delay [expr $clk_period * $clk_io_pct] -clock clk0 $non_clock_inputs
set_output_delay [expr $clk_period * $clk_io_pct] -clock clk0 [all_outputs]
--- flow/design.v ---
module fsm_se16s_sequencer
(
	input  logic clk,
	input  logic rst,
	input  logic t01,
	input  logic t12,
	input  logic t23,
	input  logic t34,
	input  logic t45,
	input  logic t56,
	input  logic t67,
	input  logic t78,
	input  logic t89,
	input  logic t9a,
	input  logic tab,
	input  logic tbc,
	input  logic tcd,
	input  logic tde,
	input  logic tef,
	input  logic tf0,
	output logic [3 : 0] st
);
	enum logic [3 : 0] {
		S0 = 4'b0000,
		S1 = 4'b0001,			 
		S2 = 4'b0010,			 
		S3 = 4'b0011,			 
		S4 = 4'b0100,			 
		S5 = 4'b0101,			 
		S6 = 4'b0110,			 
		S7 = 4'b0111,
		S8 = 4'b1000,
		S9 = 4'b1001,			 
		S10 = 4'b1010,			 
		S11 = 4'b1011,			 
		S12 = 4'b1100,			 
		S13 = 4'b1101,			 
		S14 = 4'b1110,			 
		S15 = 4'b1111
	} cstate, nstate;
	always_ff @ (posedge clk or posedge rst) begin
		if (rst)
			cstate <= S0;
		else
			cstate <= nstate;
	end
	always_comb begin
		case (cstate)
			S0:			nstate = t01 ? S1 : S0;
			S1:			nstate = t12 ? S2 : S1;				
			S2:			nstate = t23 ? S3 : S2;				
			S3:			nstate = t34 ? S4 : S3;				
			S4:			nstate = t45 ? S5 : S4;				
			S5:			nstate = t56 ? S6 : S5;				
			S6:			nstate = t67 ? S7 : S6;				
			S7:			nstate = t78 ? S8 : S7;	
			S8:			nstate = t89 ? S9 : S8;
			S9:			nstate = t9a ? S10 : S9;				
			S10:		nstate = tab ? S11 : S10;				
			S11:		nstate = tbc ? S12 : S11;				
			S12:		nstate = tcd ? S13 : S12;				
			S13:		nstate = tde ? S14 : S13;				
			S14:		nstate = tef ? S15 : S14;				
			S15:		nstate = tf0 ? S0 : S15;				
			default:	nstate = S0;
		endcase
	end
	assign st = cstate;
endmodule
--- flow/run.sh ---
#!/bin/bash
# OpenROAD 26Q1-2900-gdf79404cd8, Yosys 0.63+post, stock flow scripts
make -C /OpenROAD-flow-scripts/flow DESIGN_CONFIG=/design/flow/config.mk WORK_HOME=/design/flow/orfs finish
==> results.sh <==
# implementation run metrics
export IMPL_globalRouteOverflowTotal=0
export IMPL_vias=461
export IMPL_path_buffers=1
export IMPL_fin_total_pwr_mw=0.931
export IMPL_period_used_pct=92.3
export IMPL_powerDensity_mw_per_mm2=1330
export IMPL_simple_gate_share_pct=20.6
export IMPL_slowest_delay_ps=520
export IMPL_synth_top_cell_by_area="dfrtp_1"
export IMPL_antenna_found_initial=0
export IMPL_startpoint="cstate[2]$_DFF_PP0_"
export IMPL_clk_pin_slew_ps=40
export IMPL_critPathMaxFanout=13
export IMPL_rr_worst_depth=3
export IMPL_placed_cells=115
export IMPL_grt_util_all_layers_pct=4.37
export IMPL_rows=21
export IMPL_drv_cap=0
export IMPL_synth_adder_area_share_pct=0
export IMPL_num_antenna_cells=0
export IMPL_fmax_ghz=0.637
export IMPL_coreArea_mm2=0.00342
export IMPL_hold_viol=0
export IMPL_critPathLaunchType="flip-flop"
export IMPL_most_common_cell="inv_1"
export IMPL_finalSetupViolCount=0
export IMPL_tool_warnings=25
export IMPL_die_w_um=80
export IMPL_endpoint_kind="output port"
export IMPL_drt_wirelength_per_cell_um=12.0
export IMPL_path_delay_family="buffers and inverters"
export IMPL_drive_gt1_share_pct=16.7
export IMPL_status="complete, no violations"
export IMPL_critPathKind="reg -> out"
export IMPL_worst_slew_pin_slew_ps=373
export IMPL_worst_hold_path_type="in -> async"
export IMPL_place_gp_congestion=0.856
export IMPL_tritoncts="built"
export IMPL_syn_area_um2=413
export IMPL_portBuffers=21
export IMPL_edf_count=0
export IMPL_rsz0062_at_grt="false"
export IMPL_utilization_pct=20.5
export IMPL_yosysWarnings=1
export IMPL_largestRegisters="cstate (4)"
export IMPL_post_cts_setup_buffers=0
export IMPL_syn2layout_area_growth_pct=70.0
export IMPL_drt_initial_drc_count=30
export IMPL_dp_hpwl_mm=1.15
export IMPL_cpMaxStageDelayCell="clkdlybuf4s50_1"
export IMPL_logic_family="AND-OR/OR-AND gates"
export IMPL_synth_area_per_cell_um2=8.26
export IMPL_cp_depth=1
export IMPL_clock_latency_ps=230
export IMPL_power_static_leakage_nw=0.262
export IMPL_fin_worst_skew_ps=1.30
export IMPL_die_area_mm2=0.00640
export IMPL_netlist_cell_type_count=24
export IMPL_ant_nets=0
export IMPL_yosys_stat_area_um2=413
export IMPL_grt_pass1_vias=493
export IMPL_via_per_inst=3.91
export IMPL_die_height_um=80
export IMPL_aoi_share_pct=26.4
export IMPL_cp_arrival_ps=1230
export IMPL_cts_inserted_buffers=3
export IMPL_stdcell_count=118
export IMPL_syn_inst=50
export IMPL_xor_share_pct=0
export IMPL_cts_path_max_buffers=2
export IMPL_reg2reg_from="cstate[3]$_DFF_PP0_"
export IMPL_h_tree_depth=1
export IMPL_yosys_cells=50
export IMPL_numSynthFlops=4
export IMPL_layout_setup_ws_ps=130
export IMPL_drc_errors=0
export IMPL_largest_reg_flops=4
export IMPL_dpl_cell_area_um2=676
export IMPL_synth_main_ff_cell="dfrtp_1"
export IMPL_async_flop_share_pct=100
export IMPL_grt_pass1_wl_mm=2.28
export IMPL_routed_wl_mm=1.42
export IMPL_mux_share_pct=18.5
export IMPL_regMostFlops="cstate"
export IMPL_cp_required_ps=1360
export IMPL_grt_max_degree=14
export IMPL_root_buffer="clkbuf_4"
export IMPL_fp_util_pct=12.1
export IMPL_slew_headroom_pct=74.5
export IMPL_first_pass_iters=4
export IMPL_place_ws_ps=-94.6
export IMPL_yosys_area_top_type_share_pct=24.2
export IMPL_area_leaders="dfrtp_1, mux4_2, a31oi_1"
export IMPL_min_period_ps=1570
export IMPL_ir_worst_vdd_uv=281
export IMPL_drv_slew=0
export IMPL_worstPathCellList="clkdlybuf4s50_1"
export IMPL_pin_count=22
export IMPL_yosys_stat_seqShare_pct=24.2
export IMPL_cts_num_sinks=4
export IMPL_stdcell_area_um2=702
[report_power, final]
| part | leakage (nW) | total (mW) | switching [mW] | internal (mW) |
|---|---|---|---|---|
| Combinational | 0.204 | 0.538 | 0.203 | 0.335 |
| Clock | 0.0138 | 0.115 | 0.0361 | 0.0788 |
| Sequential | 0.0438 | 0.279 | 0.125 | 0.154 |
| Total | 0.262 | 0.931 | 0.364 | 0.567 |
[repair_timing]
action / 4_1_cts / 5_1_grt
hold buffers: 0 / 0
gates resized: 1 / 2
endpoints found under the setup margin: 1 / 2
[layout by cell type (no fill, tap or decap)]
| cell | synthesis | routed |
|---|---|---|
| or3_1 | 1 | 1 |
| o32ai_1 | 1 | 1 |
| a31oi_1 | 4 | 4 |
| nand2b_1 | 1 | 1 |
| a21oi_1 | 2 | 2 |
| o21ai_1 | 1 | 1 |
| nand4b_1 | 1 | 1 |
| and4bb_2 | 1 | 1 |
| buf_4 | 0 | 2 |
| o21ai_0 | 4 | 4 |
| mux2i_1 | 2 | 2 |
| clkdlybuf4s50_1 | 0 | 21 |
| a21boi_0 | 1 | 1 |
| mux4_2 | 2 | 2 |
| a2111oi_0 | 1 | 1 |
| o22a_1 | 1 | 1 |
| o31ai_1 | 2 | 2 |
| dfrtp_1 | 4 | 1 |
| nor2b_1 | 2 | 2 |
| nor2_1 | 2 | 2 |
| clkbuf_4 | 0 | 3 |
| dfrtp_2 | 0 | 3 |
| nor4b_1 | 1 | 1 |
| inv_1 | 6 | 6 |
| or2b_1 | 1 | 1 |
| mux2_2 | 1 | 1 |
| nand2_1 | 4 | 4 |
[through the flow]
step                hold slack, ps  setup TNS [ps]
floorplan                      106               0
global placement               547           -70.1
detailed placement             542           -94.6
CTS                            292               0
global route                   303               0
finish                         291               0
[layout make-up]
| type | instances | area [µm²] |
|---|---|---|
| Timing Repair Buffer | 23 | 225 |
| Clock buffer | 3 | 22.5 |
| Sequential cell | 4 | 104 |
| Inverter | 6 | 22.5 |
| Fill cell | 390 | 2710 |
| Tap cell | 46 | 57.6 |
| Multi-Input combinational cell | 36 | 270 |
[metal layers]
metal	wire length (µm)	global-route usage, %
met5	0	0
met4	27	1.23
met3	144	1.59
met2	670	7.14
met1	576	5.24
[kinds of logic after synthesis]
kind of cell / after synthesis
buffers and inverters: 10
AND-OR/OR-AND: 17
AND/OR/NAND/NOR: 14
multiplexers: 5
flip-flops: 4
[worst register-to-register path, stage by stage, from the launching register on]
cell and delay (ps):
dfrtp_2 460, mux2_2 390, or3_1 310, a31oi_1 160
[worst paths after layout]
kind / slack (ps) / end
min in group clk0: 620 / cstate[1]$_DFF_PP0_
max reg2reg: 300 / cstate[0]$_DFF_PP0_
max: 130 / st[2]
min: 290 / cstate[3]$_DFF_PP0_
max in group asynchronous: 1250 / cstate[2]$_DFF_PP0_
min reg2reg: 620 / cstate[1]$_DFF_PP0_
Power figures rest on the tool's default switching activity, not on a simulated workload.
