==> constraint.sdc <==
current_design fsm_oe16s_universal

set clk_period 2.4
set clk_io_pct 0.2

create_clock -name clk0 -period $clk_period [get_ports {clk}]

set non_clock_inputs [all_inputs -no_clocks]
set_input_delay [expr $clk_period * $clk_io_pct] -clock clk0 $non_clock_inputs
set_output_delay [expr $clk_period * $clk_io_pct] -clock clk0 [all_outputs]
==> run.sh <==
#!/bin/bash
# OpenROAD 26Q1-2900-gdf79404cd8, Yosys 0.63+post, stock flow scripts
make -C /OpenROAD-flow-scripts/flow DESIGN_CONFIG=/design/flow/config.mk WORK_HOME=/design/flow/orfs finish
==> design.v <==
module fsm_oe16s_universal
(
	input  logic 			clk,
	input  logic 			rst,
	input  logic [3 : 0] 	t0x,
	input  logic [3 : 0] 	t1x,
	input  logic [3 : 0] 	t2x,
	input  logic [3 : 0] 	t3x,
	input  logic [3 : 0] 	t4x,
	input  logic [3 : 0] 	t5x,
	input  logic [3 : 0] 	t6x,
	input  logic [3 : 0] 	t7x,
	input  logic [3 : 0] 	t8x,
	input  logic [3 : 0] 	t9x,
	input  logic [3 : 0] 	tax,
	input  logic [3 : 0] 	tbx,
	input  logic [3 : 0] 	tcx,
	input  logic [3 : 0] 	tdx,
	input  logic [3 : 0] 	tex,
	input  logic [3 : 0] 	tfx,
	output logic			st0,
	output logic			st1,
	output logic			st2,
	output logic			st3,
	output logic			st4,
	output logic			st5,
	output logic			st6,
	output logic			st7,
	output logic			st8,
	output logic			st9,
	output logic			sta,
	output logic			stb,
	output logic			stc,
	output logic			std,
	output logic			ste,
	output logic			stf
);
	enum logic [3 : 0] {
		S0 = 4'b0000,
		S1 = 4'b0001,			 
		S2 = 4'b0010,			 
		S3 = 4'b0011,			 
		S4 = 4'b0100,			 
		S5 = 4'b0101,			 
		S6 = 4'b0110,			 
		S7 = 4'b0111,
		S8 = 4'b1000,
		S9 = 4'b1001,			 
		S10 = 4'b1010,			 
		S11 = 4'b1011,			 
		S12 = 4'b1100,			 
		S13 = 4'b1101,			 
		S14 = 4'b1110,			 
		S15 = 4'b1111			
	} cstate, nstate;
	always_ff @ (posedge clk or posedge rst) begin
		if (rst)
			cstate <= S0;
		else
			cstate <= nstate;
	end
	always_comb begin
		case (cstate)
			S0:	
				case (t0x)
					4'd0: 		nstate = S0;
					4'd1: 		nstate = S1;
					4'd2: 		nstate = S2;
					4'd3: 		nstate = S3;
					4'd4: 		nstate = S4;
					4'd5: 		nstate = S5;
					4'd6: 		nstate = S6;
					4'd7: 		nstate = S7;
					4'd8: 		nstate = S8;
					4'd9: 		nstate = S9;
					4'd10: 		nstate = S10;
					4'd11: 		nstate = S11;
					4'd12: 		nstate = S12;
					4'd13: 		nstate = S13;
					4'd14: 		nstate = S14;
					4'd15: 		nstate = S15;
					default: 	nstate = S0;
				endcase
			S1:	
				case (t1x)
					4'd0: 		nstate = S0;
					4'd1: 		nstate = S1;
					4'd2: 		nstate = S2;
					4'd3: 		nstate = S3;
					4'd4: 		nstate = S4;
					4'd5: 		nstate = S5;
					4'd6: 		nstate = S6;
					4'd7: 		nstate = S7;
					4'd8: 		nstate = S8;
					4'd9: 		nstate = S9;
					4'd10: 		nstate = S10;
					4'd11: 		nstate = S11;
					4'd12: 		nstate = S12;
					4'd13: 		nstate = S13;
					4'd14: 		nstate = S14;
					4'd15: 		nstate = S15;
					default: 	nstate = S1;
				endcase			
			S2:	
				case (t2x)
					4'd0: 		nstate = S0;
					4'd1: 		nstate = S1;
					4'd2: 		nstate = S2;
					4'd3: 		nstate = S3;
					4'd4: 		nstate = S4;
					4'd5: 		nstate = S5;
					4'd6: 		nstate = S6;
					4'd7: 		nstate = S7;
					4'd8: 		nstate = S8;
					4'd9: 		nstate = S9;
					4'd10: 		nstate = S10;
					4'd11: 		nstate = S11;
					4'd12: 		nstate = S12;
					4'd13: 		nstate = S13;
					4'd14: 		nstate = S14;
					4'd15: 		nstate = S15;
					default: 	nstate = S2;
				endcase				
			S3:	
				case (t3x)
					4'd0: 		nstate = S0;
					4'd1: 		nstate = S1;
					4'd2: 		nstate = S2;
					4'd3: 		nstate = S3;
					4'd4: 		nstate = S4;
					4'd5: 		nstate = S5;
					4'd6: 		nstate = S6;
					4'd7: 		nstate = S7;
					4'd8: 		nstate = S8;
					4'd9: 		nstate = S9;
					4'd10: 		nstate = S10;
					4'd11: 		nstate = S11;
					4'd12: 		nstate = S12;
					4'd13: 		nstate = S13;
					4'd14: 		nstate = S14;
					4'd15: 		nstate = S15;
					default: 	nstate = S3;
				endcase
			S4:	
				case (t4x)
					4'd0: 		nstate = S0;
					4'd1: 		nstate = S1;
					4'd2: 		nstate = S2;
					4'd3: 		nstate = S3;
					4'd4: 		nstate = S4;
					4'd5: 		nstate = S5;
					4'd6: 		nstate = S6;
					4'd7: 		nstate = S7;
					4'd8: 		nstate = S8;
					4'd9: 		nstate = S9;
					4'd10: 		nstate = S10;
					4'd11: 		nstate = S11;
					4'd12: 		nstate = S12;
					4'd13: 		nstate = S13;
					4'd14: 		nstate = S14;
					4'd15: 		nstate = S15;
					default: 	nstate = S4;
				endcase	
			S5:	
				case (t5x)
					4'd0: 		nstate = S0;
					4'd1: 		nstate = S1;
					4'd2: 		nstate = S2;
					4'd3: 		nstate = S3;
					4'd4: 		nstate = S4;
					4'd5: 		nstate = S5;
					4'd6: 		nstate = S6;
					4'd7: 		nstate = S7;
					4'd8: 		nstate = S8;
					4'd9: 		nstate = S9;
					4'd10: 		nstate = S10;
					4'd11: 		nstate = S11;
					4'd12: 		nstate = S12;
					4'd13: 		nstate = S13;
					4'd14: 		nstate = S14;
					4'd15: 		nstate = S15;
					default: 	nstate = S5;
				endcase
			S6:	
				case (t6x)
					4'd0: 		nstate = S0;
					4'd1: 		nstate = S1;
					4'd2: 		nstate = S2;
					4'd3: 		nstate = S3;
					4'd4: 		nstate = S4;
					4'd5: 		nstate = S5;
					4'd6: 		nstate = S6;
					4'd7: 		nstate = S7;
					4'd8: 		nstate = S8;
					4'd9: 		nstate = S9;
					4'd10: 		nstate = S10;
					4'd11: 		nstate = S11;
					4'd12: 		nstate = S12;
					4'd13: 		nstate = S13;
					4'd14: 		nstate = S14;
					4'd15: 		nstate = S15;
					default: 	nstate = S6;
				endcase
			S7:	
				case (t7x)
					4'd0: 		nstate = S0;
					4'd1: 		nstate = S1;
					4'd2: 		nstate = S2;
					4'd3: 		nstate = S3;
					4'd4: 		nstate = S4;
					4'd5: 		nstate = S5;
					4'd6: 		nstate = S6;
					4'd7: 		nstate = S7;
					4'd8: 		nstate = S8;
					4'd9: 		nstate = S9;
					4'd10: 		nstate = S10;
					4'd11: 		nstate = S11;
					4'd12: 		nstate = S12;
					4'd13: 		nstate = S13;
					4'd14: 		nstate = S14;
					4'd15: 		nstate = S15;
					default: 	nstate = S7;
				endcase
			S8:	
				case (t8x)
					4'd0: 		nstate = S0;
					4'd1: 		nstate = S1;
					4'd2: 		nstate = S2;
					4'd3: 		nstate = S3;
					4'd4: 		nstate = S4;
					4'd5: 		nstate = S5;
					4'd6: 		nstate = S6;
					4'd7: 		nstate = S7;
					4'd8: 		nstate = S8;
					4'd9: 		nstate = S9;
					4'd10: 		nstate = S10;
					4'd11: 		nstate = S11;
					4'd12: 		nstate = S12;
					4'd13: 		nstate = S13;
					4'd14: 		nstate = S14;
					4'd15: 		nstate = S15;
					default: 	nstate = S8;
				endcase
			S9:	
				case (t9x)
					4'd0: 		nstate = S0;
					4'd1: 		nstate = S1;
					4'd2: 		nstate = S2;
					4'd3: 		nstate = S3;
					4'd4: 		nstate = S4;
					4'd5: 		nstate = S5;
					4'd6: 		nstate = S6;
					4'd7: 		nstate = S7;
					4'd8: 		nstate = S8;
					4'd9: 		nstate = S9;
					4'd10: 		nstate = S10;
					4'd11: 		nstate = S11;
					4'd12: 		nstate = S12;
					4'd13: 		nstate = S13;
					4'd14: 		nstate = S14;
					4'd15: 		nstate = S15;
					default: 	nstate = S9;
				endcase			
			S10:	
				case (tax)
					4'd0: 		nstate = S0;
					4'd1: 		nstate = S1;
					4'd2: 		nstate = S2;
					4'd3: 		nstate = S3;
					4'd4: 		nstate = S4;
					4'd5: 		nstate = S5;
					4'd6: 		nstate = S6;
					4'd7: 		nstate = S7;
					4'd8: 		nstate = S8;
					4'd9: 		nstate = S9;
					4'd10: 		nstate = S10;
					4'd11: 		nstate = S11;
					4'd12: 		nstate = S12;
					4'd13: 		nstate = S13;
					4'd14: 		nstate = S14;
					4'd15: 		nstate = S15;
					default: 	nstate = S10;
				endcase				
			S11:	
				case (tbx)
					4'd0: 		nstate = S0;
					4'd1: 		nstate = S1;
					4'd2: 		nstate = S2;
					4'd3: 		nstate = S3;
					4'd4: 		nstate = S4;
					4'd5: 		nstate = S5;
					4'd6: 		nstate = S6;
					4'd7: 		nstate = S7;
					4'd8: 		nstate = S8;
					4'd9: 		nstate = S9;
					4'd10: 		nstate = S10;
					4'd11: 		nstate = S11;
					4'd12: 		nstate = S12;
					4'd13: 		nstate = S13;
					4'd14: 		nstate = S14;
					4'd15: 		nstate = S15;
					default: 	nstate = S11;
				endcase
			S12:	
				case (tcx)
					4'd0: 		nstate = S0;
					4'd1: 		nstate = S1;
					4'd2: 		nstate = S2;
					4'd3: 		nstate = S3;
					4'd4: 		nstate = S4;
					4'd5: 		nstate = S5;
					4'd6: 		nstate = S6;
					4'd7: 		nstate = S7;
					4'd8: 		nstate = S8;
					4'd9: 		nstate = S9;
					4'd10: 		nstate = S10;
					4'd11: 		nstate = S11;
					4'd12: 		nstate = S12;
					4'd13: 		nstate = S13;
					4'd14: 		nstate = S14;
					4'd15: 		nstate = S15;
					default: 	nstate = S12;
				endcase	
			S13:	
				case (tdx)
					4'd0: 		nstate = S0;
					4'd1: 		nstate = S1;
					4'd2: 		nstate = S2;
					4'd3: 		nstate = S3;
					4'd4: 		nstate = S4;
					4'd5: 		nstate = S5;
					4'd6: 		nstate = S6;
					4'd7: 		nstate = S7;
					4'd8: 		nstate = S8;
					4'd9: 		nstate = S9;
					4'd10: 		nstate = S10;
					4'd11: 		nstate = S11;
					4'd12: 		nstate = S12;
					4'd13: 		nstate = S13;
					4'd14: 		nstate = S14;
					4'd15: 		nstate = S15;
					default: 	nstate = S13;
				endcase
			S14:	
				case (tex)
					4'd0: 		nstate = S0;
					4'd1: 		nstate = S1;
					4'd2: 		nstate = S2;
					4'd3: 		nstate = S3;
					4'd4: 		nstate = S4;
					4'd5: 		nstate = S5;
					4'd6: 		nstate = S6;
					4'd7: 		nstate = S7;
					4'd8: 		nstate = S8;
					4'd9: 		nstate = S9;
					4'd10: 		nstate = S10;
					4'd11: 		nstate = S11;
					4'd12: 		nstate = S12;
					4'd13: 		nstate = S13;
					4'd14: 		nstate = S14;
					4'd15: 		nstate = S15;
					default: 	nstate = S14;
				endcase
			S15:	
				case (tfx)
					4'd0: 		nstate = S0;
					4'd1: 		nstate = S1;
					4'd2: 		nstate = S2;
					4'd3: 		nstate = S3;
					4'd4: 		nstate = S4;
					4'd5: 		nstate = S5;
					4'd6: 		nstate = S6;
					4'd7: 		nstate = S7;
					4'd8: 		nstate = S8;
					4'd9: 		nstate = S9;
					4'd10: 		nstate = S10;
					4'd11: 		nstate = S11;
					4'd12: 		nstate = S12;
					4'd13: 		nstate = S13;
					4'd14: 		nstate = S14;
					4'd15: 		nstate = S15;
					default: 	nstate = S15;
				endcase
			default:			nstate = S0;
		endcase
	end
	assign st0 = cstate == S0;
	assign st1 = cstate == S1;
	assign st2 = cstate == S2;
	assign st3 = cstate == S3;
	assign st4 = cstate == S4;
	assign st5 = cstate == S5;
	assign st6 = cstate == S6;
	assign st7 = cstate == S7;
	assign st8 = cstate == S8;
	assign st9 = cstate == S9;
	assign sta = cstate == S10;
	assign stb = cstate == S11;
	assign stc = cstate == S12;
	assign std = cstate == S13;
	assign ste = cstate == S14;
	assign stf = cstate == S15;
endmodule
==> config.mk <==
export PLATFORM = sky130hd
export DESIGN_NAME = fsm_oe16s_universal
export DESIGN_NICKNAME = fsm_oe16s_universal
export VERILOG_FILES = /design/flow/design.v
export SDC_FILE = /design/flow/constraint.sdc
export NUM_CORES = 4
export LEC_CHECK = 1
export CORE_AREA = 10 10 86 86
export DIE_AREA = 0 0 96 96
==> impl_metrics.toml <==
# flow metrics
[floorplan]
core_mm2 = 0.00554
boundaryPins = 82
die_w_um = 96
initCoreUtil_pct = 17.4
rows = 27
die_y_um = 96
chipArea_mm2 = 0.00922

[final_timing]
setup_violations = 0
finalClockSkew_ns = 0.00115
worst_pin_slew_ns = 0.359
period_used_pct = 94.2
slew_headroom_pct = 76.0
final.setup.tns_ns = 0
drv_slew = 0
setup_ws_ns = 0.140
rsz0062_at_grt = "no"
max_freq_mhz = 442
fin_crit_ns = 2.26
final_hold_viol_count = 0

[yosys]
synth.distinct_cells = 42
top_area_cell = "dfrtp_1"
yosys.stat.seqShare_pct = 10.4
yosysCellCount = 134
synthMostInstantiatedCell = "nor2_1"
avgSynthCellArea_um2 = 7.18
ys_seq_elements = 4
yosysWarningCount = 1
synth_area_um2 = 962
postSynth.asyncResetShare_pct = 100
netlist.area_leader.share_pct = 10.4
ys_area_um2 = 962
edf_count = 0
synth_cells = 134
top_cells_by_area = "dfrtp_1 (10%), nor2_1 (7.0%), nand3b_1 (6.2%)"
synthTopCellsByCount = "nor2_1 (18), buf_2 (8), nand3b_1 (8)"
ys.flop_type = "dfrtp_1"

[routing]
drtIter0Drc = 56
drc_errors = 0
insertedDiodeCount = 0
wl_met3_um = 537
routedLengthMet1_um = 1860
wl_per_cell_um = 16.0
viasPerCell = 4.54
ant_nets = 0
wl_um = 4530
dr.max_layer_used = "met4"
wl_met2_um = 2020
firstDrtPassIters = 4
num_vias = 1286

[clock_network]
cts_root_buf = "clkbuf_8"
clkSlewWorstSetupHoldPaths_ns = 0.03
cts.path.max_buffers = 2
hold_buffers = 0
cts_made_buffers = 3
h-tree-depth = 1
clk_latency_ns = 0.22
clock_sinks = 4
cts_tree = "yes"

[power_and_ir_drop]
powerDensity_mw_per_mm2 = 866
leakagePower_nw = 0.710
vdd_drop_max_v = 0.000337
p_total_w = 0.00162

[layout]
layout-drive-gt1-share_pct = 7.11
nFillCells = 617
largestRegisters = "cstate (4)"
regMostFlops = "cstate"
largest_register_ffs = 4
flop_area_um2 = 100
design_area_mm2 = 0.00187
areaGrowthSynthToFinish_pct = 94.5
logic_area_um2 = 754

[grt]
grt_overflow = 0
grt_max_degree = 31
track_usage_pct = 9.20
grt_antenna_before_repair = 0
first_global_vias = 1326
grt_pass1_wl_um = 6650

[job]
maxCapViolations = 0
warnings = 25

[placement]
postPlaceCellArea_mm2 = 0.00183
io_buffers = 81
place_ws_ns = 0.346
gp_congestion = 0.804
place_hpwl_um = 3840

[setup_path]
arrival_ns = 1.78
worstSetupEndpointType = "output pin"
startpoint_type = "flip-flop"
crit_type = "flip-flop to output pin"
critPathMaxFanout = 30
cp_data_required_time_ns = 1.92

[worst_hold_path]
hp-class = "input port to async pin"

[status]
status = "finished, final reports clean"
-- power by group --
group	internal (W)	leakage (nW)	switching [W]
Combinational	0.000678	0.641	0.000634
Clock	0.000107	0.0216	0.0000356
Sequential	0.000107	0.0478	0.0000594
-- kinds of logic (layout without fill, tap and decap cells) --
kind of cell           count (synthesis)  count (layout)  synth area share (%)
multiplexers                           9               9                  10.7
AND/OR/NAND/NOR                       64              64                  38.4
flip-flops                             4               4                  10.4
buffers and inverters                 20              97                  11.2
AND-OR/OR-AND                         37              37                  29.4
-- worst max-delay path: stages, from the launching register on --
cell and delay (ns):
dfrtp_1 0.36, buf_4 0.23, nand2b_1 0.22, nor3_1 0.23, clkdlybuf4s50_1 0.52
-- area by class of cell --
| class | instances | area share, % |
|---|---|---|
| inverter | 7 | 1.40 |
| tap | 72 | 4.81 |
| timing repair buffer | 87 | 45.9 |
| multi-input combinational | 110 | 40.3 |
| clock buffer | 3 | 2.21 |
| sequential | 4 | 5.35 |
-- stage by stage --
stage | hold WS, ns | std cells | util [%]
final | 0.450 | 283 | 33.8
after global routing | 0.461 | 283 | 33.8
after CTS | 0.459 | 283 | 33.7
after detailed placement | 0.687 | 280 | 33.0
after global placement | 0.683 | 280 | 33.0
after floorplan | 0.246 | 134 | -
-- cells in the final DEF (no fill, tap or decap), types with 2 or more instances in the layout --
cell type / instances
inv_1: 7
buf_4: 5
a2111oi_2: 2
clkbuf_8: 3
nand3_1: 2
and3b_1: 3
nor3b_1: 2
a22o_1: 2
nor3_1: 5
a32o_1: 2
nand2b_1: 7
o21ai_0: 2
a31oi_1: 3
nor2_1: 18
mux2_4: 2
and3_1: 2
o22ai_1: 3
nand3b_1: 8
dfrtp_1: 4
mux2i_1: 5
nand2_1: 6
o22a_1: 3
and4b_1: 2
nor2b_1: 4
and2_1: 2
o32a_1: 2
a22oi_1: 4
a21oi_1: 7
clkdlybuf4s50_1: 81
-- worst paths after layout --
kind                            startpoint  slack, ns  cells past startpoint        end
worst min register to register   cstate[1]       0.80                      4  cstate[2]
worst max register to register   cstate[0]       0.57                      5  cstate[0]
worst max-delay path             cstate[1]       0.14                      4        st1
worst min-delay path                   rst       0.45                      2  cstate[3]
min in group clk0                cstate[1]       0.80                      4  cstate[2]
max in group asynchronous              rst       1.80                      2  cstate[0]
-- layer usage --
metal  up-vias  global-route usage (%)
met1       549                    11.2
met3         8                    3.93
met5         -                       0
li1        654                       -
met2        75                    14.7
met4         0                    2.09
-- timing repair --
item                                    4_1_cts  5_1_grt
endpoints found under the setup margin        0        1
buffers inserted                              0        0
gates resized                                 0        1
No activity file was given, so power comes from the tool's default toggle rates.
